===== /design/flow/config.mk =====
export PLATFORM = sky130hd
export DESIGN_NAME = Memory
export DESIGN_NICKNAME = Memory
export VERILOG_FILES = /design/flow/design.v
export SDC_FILE = /design/flow/constraint.sdc
export NUM_CORES = 4
export LEC_CHECK = 1
export CORE_UTILIZATION = 40

===== /design/flow/run.sh =====
#!/bin/bash
# OpenROAD 26Q1-2900-gdf79404cd8, Yosys 0.63+post, stock flow scripts
make -C /OpenROAD-flow-scripts/flow DESIGN_CONFIG=/design/flow/config.mk WORK_HOME=/design/flow/orfs finish

===== /design/flow/design.v =====
module Memory(
    input clk,
    input [7:0] addr,
    input [7:0] data_in,
    input write_enable,
    output reg [7:0] data_out
);
    reg [7:0] memory [0:255];
    always @(posedge clk) begin
        if (write_enable)
            memory[addr] <= data_in;
    end
    always @(*) begin
        data_out = memory[addr];
    end
endmodule

===== /design/flow/constraint.sdc =====
current_design Memory

set clk_period 21.8
set clk_io_pct 0.2

create_clock -name clk0 -period $clk_period [get_ports {clk}]

set non_clock_inputs [all_inputs -no_clocks]
set_input_delay [expr $clk_period * $clk_io_pct] -clock clk0 $non_clock_inputs
set_output_delay [expr $clk_period * $clk_io_pct] -clock clk0 [all_outputs]

==> Changelog: implementation <==
### Metrics

- Status: complete, no violations
- Routability Congestion: 0.8690
- Clock Sinks: 2,048
- FP Util: 0.4021
- Final Non-Filler Cells: 6,497
- Area leader, netlist: edfxtp_1
- H-tree Lvls: 4
- Largest Register: memory
- Rel. slew slack: 0.2739
- Post CTS Setup Buffer Count: 0
- Post-synthesis sequential area ratio: 0.7851
- Pwr Total: 8042 uW
- Iter 0 DRT Violations: 2,588
- Vias in the first global route: 40,820
- Peak VDD IR: 89.13 uV
- Largest register FFs: 2,048
- Clk buf depth: 3
- Die boundary width: 444.5 microns
- Tool Warnings: 32
- Yosys cell count: 3,539
- Routed WL: 189,200 microns
- Gr usage total: 0.2145
- YS warnings: 1
- Setup_tns: 0 ns
- Rows: 162
- Cell area leaders: edfxtp_1 (79%), mux4_2 (15%), a22oi_1 (2.5%)
- Filler instances: 15,900
- CTS Buf Count: 199
- Core Area: 0.1948 sq mm
- WHS: 3.957 ns
- Worst path required time: 17.44 ns
- Hold Crit Class: in2reg
- Placed cells: 6,129
- YS chip area: 0.07833 sq mm
- HP Start: data_in[1]
- Max cap viols: 0
- Crit path time final: 14.53 ns
- Root buffer cell: clkbuf_16
- Layout cells sized above 1: 0.2549
- Antenna viol nets, final: 0
- Max-slew violation count: 0
- Area Growth Syn to Fin: 13.07%
- RSZ-0062 raised after global routing: no
- CP endpoint kind: output port
- Die Y: 444.5 microns
- Gate Count Post-Synth: 3,539
- WS Path Type: in2out
- Worst slew pin tran: 1.081 ns
- Drt first pass iters: 5
- Final setup violating endpoints: 0
- P_leak: 0.02669 uW
- Post-CTS Resized: 0
- Arrival time worst endpoint: 10.17 ns
- Pwr dens: 90.80 mW/mm^2
- Top achievable clock speed: 68.82 MHz
- Max-area cell share: 0.7851
- Final period util: 0.6666
- Grt ovf: 0
- Largest regs: memory: 2048 flops
- Die area: 0.1976 sq mm
- IO buf count: 25
- Largest net degree at the start of global routing: 105
- #FFs+latches synth: 2,048
- Min-Delay Endpoint: memory[168][1]
- Unique cell types: 21
- Remaining DRCs: 0
- Hold_buf cts: 0
- Peak fanout along the critical path: 70
- Hold Path Cell Cnt: 1
- Via-per-instance ratio: 5.653
- Avg Cell Area, Syn: 22.13 sq um
- Initial antenna violation count: 2
- Boundary pin count: 26
- WL/cell: 29.12 microns
- First-pass GRT wire length: 278,300 microns
- Setup crit start kind: input pin
- Clock-pin slew on the worst setup and hold paths: 0.06 ns
- Endpoints failing hold: 0
- CTS tree: built
- Via count: 36,730
- Hpwl dp: 111,100 microns
- Synthesized cell area: 0.07833 sq mm
## critical path, cell delays in order
cell             delay (ns)
buf_8                  0.45
buf_4                  0.66
buf_4                  0.49
buf_4                  0.57
buf_12                 0.48
mux4_2                 0.60
a22oi_1                0.25
a21oi_1                0.24
o41ai_1                0.64
buf_4                  0.21
nand4_1                0.40
clkdlybuf4s50_1        0.58
## stage by stage
stage / setup slack, ns / util / instance area (sq um)
after global routing: 6.775 / 0.4547 / 88570
final: 7.269 / 0.4547 / 88570
after floorplan: 11.34 / - / 78330
after CTS: 7.000 / 0.4547 / 88570
after global placement: 6.999 / 0.4224 / 82270
after detailed placement: 7.035 / 0.4224 / 82270
## cells in the final DEF, fill, tap and decap left out, types with 3 or more instances in the layout
cell type,n
o41ai_1,22
bufinv_16,17
clkinvlp_4,4
clkbuf_1,49
buf_4,171
nor2_1,231
clkinv_2,34
clkdlybuf4s50_1,15
nand3_1,9
a21oi_1,128
o41ai_2,10
a22oi_1,256
nor3_1,30
buf_8,10
nand4_1,8
nand3_2,4
inv_6,5
clkbuf_16,203
nor2b_1,4
edfxtp_1,2048
nand2_1,28
clkinv_1,49
mux4_2,512
clkinv_4,3
nand2b_1,4
## synthesized netlist by cell type
cell         n
nor3_1      30
nand2b_1     6
buf_1       19
a22oi_1    256
edfxtp_1  2048
nor2b_1      7
buf_4       16
nand4_1      8
buf_2       36
nand3_1     13
or2_2        2
nand2_1     28
or3_1        1
a21oi_1    128
buf_6       16
o41ai_1     32
clkbuf_1   145
and2_1       3
mux4_2     512
inv_1        1
nor2_1     232
## metal layers
| layer | global-route usage | share of wire | vias up |
|---|---|---|---|
| met5 | 0.003907 | 0.00066 | - |
| met2 | 0.3139 | 0.48 | 1988 |
| li1 | - | - | 15410 |
| met4 | 0.04953 | 0.029 | 6 |
| met1 | 0.2851 | 0.34 | 19030 |
| met3 | 0.1397 | 0.15 | 289 |
## how the worst max path moves through the flow
stage / from / end / slack (ns) / cells after the start
after CTS: addr[0] / data_out[7] / 7.00 / 12
after global routing: addr[0] / data_out[7] / 6.78 / 12
final: addr[0] / data_out[7] / 7.27 / 12
## final cells by class
class | instances | area (sq um) | area share
diodes | 1 | 2.502 | 0.00002825
repair buffers | 198 | 1624 | 0.01834
well taps | 2624 | 3283 | 0.03707
multi-input cells | 1258 | 15860 | 0.1791
flip-flops and latches | 2048 | 61500 | 0.6944
clock buffers | 252 | 5264 | 0.05943
inverters | 1 | 3.754 | 0.00004238
clock inverters | 115 | 1031 | 0.01164
## power by group
part           internal, uW  switching (uW)
clock                  1900            1430
sequential             4340            1.71
combinational           125             237
## cells by family after synthesis
group | after synthesis | synth area share
and+or+nand+nor | 330 | 0.01736
DFF | 2048 | 0.7851
AOI/OAI and AO/OA | 416 | 0.03629
muxes | 512 | 0.1472
buffers and inverters | 233 | 0.01404
Power figures rest on the tool's default switching activity, not on a simulated workload.
