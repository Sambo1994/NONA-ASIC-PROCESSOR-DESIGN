## /design/flow/run.sh

```bash
#!/bin/bash
# OpenROAD 26Q1-2900-gdf79404cd8, Yosys 0.63+post, stock flow scripts
make -C /OpenROAD-flow-scripts/flow DESIGN_CONFIG=/design/flow/config.mk WORK_HOME=/design/flow/orfs finish
```

## /design/flow/config.mk

```make
export PLATFORM = sky130hd
export DESIGN_NAME = RegisterFile
export DESIGN_NICKNAME = RegisterFile
export VERILOG_FILES = /design/flow/design.v
export SDC_FILE = /design/flow/constraint.sdc
export NUM_CORES = 4
export LEC_CHECK = 1
export CORE_UTILIZATION = 40
```

## /design/flow/constraint.sdc

```tcl
current_design RegisterFile

set clk_period 2.2
set clk_io_pct 0.2

create_clock -name clk0 -period $clk_period [get_ports {clk}]

set non_clock_inputs [all_inputs -no_clocks]
set_input_delay [expr $clk_period * $clk_io_pct] -clock clk0 $non_clock_inputs
set_output_delay [expr $clk_period * $clk_io_pct] -clock clk0 [all_outputs]
```

## /design/flow/design.v

```verilog
module RegisterFile(
    input clk,
    input [2:0] read_addr1,
    input [2:0] read_addr2,
    input [2:0] write_addr,
    input [7:0] write_data,
    input write_enable,
    output reg [7:0] read_data1,
    output reg [7:0] read_data2
);
    reg [7:0] registers [0:7];
    always @(posedge clk) begin
        if (write_enable)
            registers[write_addr] <= write_data;
    end
    always @(*) begin
        read_data1 = registers[read_addr1];
        read_data2 = registers[read_addr2];
    end
endmodule
```

==> changes_impl.md <==
### Physical design

- Min-Delay Path Class: primary input to flop
- Height of the chip: 89.72 um
- Post-route ant nets: 0
- WL/cell: roughly 22 um
- Worst hold slack: 0.8382 ns
- YS warnings: 1
- Largest net degree at the start of global routing: 12
- Init Core Util: 0.4199
- CP required: 1.76 ns
- Seq pwr share: 0.501
- Total CTS buffers: 9
- Clock slew at reported path FFs: 0.07 ns
- Routed WL: 6.460 mm
- Hold-fix buffers at CTS: 0
- Routed vias: 1,621
- Share of the synthesized area in the top cell type: 0.6244
- Most numerous logic cell after layout: edfxtp_1
- Netlist cell types: 13
- Sink Count: 64
- Synth area leaders: edfxtp_1 62%, mux4_1 25%, mux2_2 5.9%, mux4_2 2.2%, buf_12 1.3%
- Fmax: 0.4680 GHz
- Placer Congestion: 0.7340
- CP Class: flop to output pin
- Ant diodes: 0
- Hold Fails Final Rpt: 0
- Post-synthesis sequential area ratio: 0.6244
- I/O pin total: 35
- Comb pwr share: 0.127
- Ys cells: ~140
- Clock share of power: 0.372
- Synthesis area per yosys: 0.003078 sq mm
- Vias in the first global route: approximately 1,900
- Dpl hpwl: 3.799 mm
- Hold depth: 1
- Design Area, Final: 0.003961 sq mm
- Max reg flops: 64
- Layout cell share with drive strength beyond 1: 0.4500
- Synthesized cell area: 0.003078 sq mm
- Fin crit share: 0.9712
- Net switching power: 552.4 uW
- Worst-path maximum fanout: 2
- Status: completed
- Total track usage: 0.1925
- Mapped Cells: 135
- Worst hold start: write_data[3]
- Die area: 0.008050 sq mm
- Worst EP arrival: between 1.5 and 2 ns
- Synthesized area per cell: around 23 sq um
- IO Port Bufs: 34
- Relative slew slack: 0.8249
- Worst Hold End: registers[1][3]
- Area Overhead vs Synth: 28.70%
- CP startpoint kind: flop
- Core area: approximately 0.0073 sq mm
- Initial DRT Pass Iterations: 4
- CTS H-tree lvls: 3
- P_leak: 1.404 nW
- Global route overflow: 0
- Post-synth regs: approximately 64
- Slew @ Worst Pin: 0.2618 ns
- Antenna violations before repair: 0
- PwrDens: 705.4 mW/mm^2
- Setup crit end kind: output pin
- Placed Area: between 0.003 and 0.004 sq mm
- Peak supply drop: 0.4315 mV
- Max-cap violation count: 0
- Tmin final: 2.137 ns
- Top flop regs: registers: 64 flops
- Row Count: 31
- CTS max path bufs: 2
- Final number of max-transition violations: 0
- Most frequent cells in the layout: 64 x edfxtp_1, 31 x mux4_2, 16 x mux2_4, 14 x clkdlybuf4s50_1, 11 x buf_4
- Setup violators final: 0
- DRC errors left: 0
- Sw frac: 0.1977
- CTS Root Cell: clkbuf_8
- DR vias/cell: 5.421
- TritonCTS clock tree: done
- Initial DRC Count: 96
- First-pass GRT wire length: 10.29 mm
- Largest Register: registers
- Area leader, netlist: edfxtp_1
- Count of tool warnings: 26
- Die width: 89.72 um
- P_int: 2.242 mW
-- worst max-delay path by stage --
stage	depth (start not counted)	end	start	slack (ns)
CTS	3	read_data2[5]	registers[3][5]	-0.16
global route	4	read_data2[2]	registers[0][2]	-0.01
finish	4	read_data1[1]	registers[4][1]	0.06
-- stage by stage --
step	TNS [ns]	power [mW]	setup WS, ns	utilization	std cells
2_1_floorplan	0	1.566	0.3083	-	135
5_1_grt	-0.01971	2.908	-0.01223	0.5404	299
6_report	0	2.794	0.06343	0.5404	299
3_5_place_dp	-10.15	1.726	-0.6789	0.4945	274
3_3_place_gp	-9.800	1.718	-0.6663	0.4945	274
4_1_cts	-0.5747	2.819	-0.1582	0.5392	300
-- critical path, stage by stage (launching register included) --
cell	delay, ns
edfxtp_1	0.39
buf_4	0.15
mux4_2	0.44
mux2_4	0.27
buf_2	0.11
-- cells by family after synthesis --
kind of cell	count (synthesis)	synth area share
flops	64	0.6244
simple gates	13	0.01911
mux	48	0.3280
buf+inv	10	0.02846
-- what timing repair did --
item,CTS,global route
gates resized,89,18
gates cloned,2,0
pin swaps,0,0
buffers inserted,8,2
setup endpoints to repair,16,14
-- per-layer routing --
| layer | wire, um | global-route usage | vias up |
|---|---|---|---|
| li1 | - | - | 709 |
| met3 | 808 | 0.1383 | 17 |
| met2 | 3250 | 0.3013 | 102 |
| met5 | 0 | 0 | - |
| met4 | 178 | 0.03552 | 0 |
| met1 | 2223 | 0.2250 | 793 |
-- cells in the mapped netlist --
| library cell | instances |
|---|---|
| mux4_1 | 29 |
| nor3_1 | 2 |
| mux4_2 | 3 |
| nand2_1 | 2 |
| edfxtp_1 | 64 |
| buf_2 | 2 |
| buf_12 | 2 |
| buf_6 | 2 |
| mux2_2 | 16 |
| nor2_1 | 6 |
| nand2b_1 | 3 |
| buf_1 | 2 |
| clkbuf_1 | 2 |
-- layout make-up --
class	instances	area, sq um
sequential	64	1922
tap	99	123.9
multi-input combinational	61	1023
clock inverter	7	86.33
timing repair buffer	59	681.9
clock buffer	9	123.9
fill	550	3369
-- power groups by stage --
stage	clock, mW	combinational [mW]	sequential (mW)
after CTS	1.06	0.357	1.40
after global routing	1.12	0.383	1.40
final	1.04	0.355	1.40
Power is estimated from default activity; no workload was simulated.
