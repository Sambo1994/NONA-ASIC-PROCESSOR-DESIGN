[flow/design.v]
module ALU(
    input [7:0] A,
    input [7:0] B,
    input [2:0] ALUOp,
    output reg [7:0] Result
);
    always @(*) begin
        case (ALUOp)
            3'b000: Result = A + B;   
            3'b001: Result = A - B;   
            3'b010: Result = A & B;   
            3'b011: Result = A | B;   
            3'b100: Result = A ^ B;   
            default: Result = 8'b0;   
        endcase
    end
endmodule
[flow/config.mk]
export PLATFORM = sky130hd
export DESIGN_NAME = ALU
export DESIGN_NICKNAME = ALU
export VERILOG_FILES = /design/flow/design.v
export SDC_FILE = /design/flow/constraint.sdc
export NUM_CORES = 4
export LEC_CHECK = 1
export CORE_AREA = 10 10 74 74
export DIE_AREA = 0 0 84 84
[flow/constraint.sdc]
current_design ALU

set clk_period 6.6
set clk_io_pct 0.2

create_clock -name clk0 -period $clk_period

set non_clock_inputs [all_inputs -no_clocks]
set_input_delay [expr $clk_period * $clk_io_pct] -clock clk0 $non_clock_inputs
set_output_delay [expr $clk_period * $clk_io_pct] -clock clk0 [all_outputs]
[flow/run.sh]
#!/bin/bash
# OpenROAD 26Q1-2900-gdf79404cd8, Yosys 0.63+post, stock flow scripts
make -C /OpenROAD-flow-scripts/flow DESIGN_CONFIG=/design/flow/config.mk WORK_HOME=/design/flow/orfs finish
==> impl_metrics.csv <==
group,metric,value,unit
floorplanning,rows,23,
final_timing,finalHoldViolCount,0,
final_timing,tightest_slew,0.492,ns
place,place.gp.congestion,0.900,
final_timing,setup-tns-final,0,ns
global_route,grt_max_degree,15,
finish,area_growth,32.5,%
clock_network,cts_hold_buf,0,
floorplanning,die_h,84,µm
synthesis,ys_seq_share,0,%
critical_path,cp_max_fo,12,
detailed_routing,routed_wl,2.45,mm
pwr,ir_drop,0.0336,mV
final_timing,timing.hold.ws,3.79,ns
floorplanning,io_pins,27,
critical_path,worstSetupPathType,"input port to primary output",
pwr,switching_share,46.7,%
global_route,grt_pass1_wl,4.26,mm
synthesis,ys_cells,129,
place,portBuffers,27,
synthesis,simple_gate_area_share,20.6,%
synthesis,syn_area,931,µm²
detailed_routing,drtIter0Drc,38,
detailed_routing,drc,0,
finish,nFillCells,427,
place,dpl_cell_area,0.00123,mm²
final_timing,fmax,168,MHz
critical_path,max_stage_delay,0.60,ns
synthesis,yosysTopAreaCellShare,32.3,%
detailed_routing,viasPerCell,4.46,
pwr,comb_power_share,100.0,%
flow_run,max-cap-violations,0,
pwr,seq_power_share,0,%
detailed_routing,via_count,901,
synthesis,ys_sh_xor,10.3,%
critical_path,cp-start-kind,"input port",
pwr,p_per_area,79.5,mW/mm²
pwr,p_clk_share,0,%
critical_path,crit_path_top_delay_cell,"clkdlybuf4s50_1",
detailed_routing,antenna_cells,0,
synthesis,synth.avg_cell_area,7.22,µm²
pwr,p_switching,45.8,µW
synthesis,synth_cell_types,30,
critical_path,cp_top_family,"buffers and inverters",
critical_path,cp-end-kind,"primary output",
critical_path,path_cells,"clkdlybuf4s50_1, or2_1, nor2_8, mux2_1, inv_1, ha_1, nand3b_1, nand2_1, a31oi_1, o21ai_0, xnor2_1, o221ai_2, clkdlybuf4s50_1",
synthesis,synthTopLogicFamily,"adder cells",
outcome,status,"finished clean",
global_route,overflow,0,
synthesis,adder_share,34.4,%
synthesis,synth_chip_area,931,µm²
finish,final_layout_size_suffix_gt1_share,2.63,%
finish,ff_count,0,
place,hpwl,2.12,mm
final_timing,drv_slew,0,
floorplanning,chipArea,0.00706,mm²
floorplanning,die_w,84,µm
synthesis,ys_warn_count,1,
finish,final_area,0.00123,mm²
synthesis,top_area_cell,"ha_1",
detailed_routing,routedWlPerCell,12.1,µm
final_timing,rsz0062_at_grt,"false",
final_timing,max_slew_margin,67.1,%
final_timing,timing.final.crit_share,90.0,%
final_timing,setup_viol,0,
critical_path,cp.arrival,4.62,ns
floorplanning,fp_util,23.4,%
synthesis,topCellsByArea,"ha_1, xnor2_1, inv_1",
pwr,p_leak,0.573,nW
critical_path,crit_buf_inv,3,
clock_network,cts_setup_buffers,0,
pwr,p_int,52.3,µW
global_route,grt_pass1_vias,901,
synthesis,ys_sh_mux,3.36,%
detailed_routing,first_pass_iters,4,
critical_path,crit_required,5.28,ns
synthesis,syn_inst,129,
finish,ff_latch_area,0,µm²
critical_path,path_common_cell,"clkdlybuf4s50_1",
detailed_routing,antenna_left,0,
global_route,antenna_found_initial,0,
floorplanning,core_area,0.00397,mm²
global_route,grt.total_usage,6.81,%
synthesis,aoi_share,20.4,%
worst_hold_path,holdCritPathClass,"input port to primary output",
flow_run,warning_count,41,
clock_network,cts.repair.resized,0,
final_timing,layout_min_cycle_time,5.94,ns
finish,clock_buffers,0,
## synthesized netlist by cell type (2+ instances only)
cell type	instances
mux2i_1	2
inv_1	18
a31oi_1	4
nor3_1	3
ha_1	24
nand2b_1	2
xnor2_1	10
o21ai_0	10
a21oi_1	9
nor2_1	11
buf_6	2
o221ai_1	2
nor3b_1	2
clkbuf_1	2
nand3_1	5
nor2b_1	2
nand2_1	8
## power groups by stage
stage / logic (mW) / registers, mW / clock network (mW)
CTS: 0.0996 / 0 / 0
finish: 0.0981 / 0 / 0
global route: 0.112 / 0 / 0
## worst min-delay path, stage by stage
cell             delay (ns)
clkdlybuf4s50_1        0.62
o22ai_1                0.12
clkdlybuf4s50_1        0.41
## cells by family after synthesis
logic type | after synthesis
compound gates | 30
buf+inv | 23
fa+ha+maj | 25
mux | 3
xor+xnor | 11
simple gates | 37
## layout by cell type, fill, tap and decap left out, types with 2 or more instances in the layout
cell type        count
clkdlybuf4s50_1     27
ha_1                24
inv_1               18
nor2_1              11
xnor2_1             10
o21ai_0             10
a21oi_1              9
nand2_1              8
nand3_1              5
a31oi_1              4
nor3_1               3
nor3b_1              2
nor2b_1              2
nand2b_1             2
mux2i_1              2
o221ai_1             2
## stage by stage
stage / power (mW) / setup WS, ns / std cells / utilization, %
finish: 0.0981 / 0.659 / 202 / 31.1
detailed placement: 0.0988 / 0.621 / 202 / 31.1
CTS: 0.0996 / 0.613 / 202 / 31.1
global route: 0.112 / 0.372 / 202 / 31.1
global placement: 0.0998 / 0.720 / 202 / 31.1
floorplan: 0.0584 / 1.97 / 129 / -
## path summary, 6_finish.rpt
path | start | end | slack, ns | depth (start not counted)
setup / recovery | ALUOp[2] | Result[7] | 0.66 | 13
hold / removal | ALUOp[1] | Result[1] | 3.79 | 3
## final cells by class
cell class                 count  area [µm²]  share of cell area (%)
inverter                      19        71.3                    5.78
tap                           50        62.6                    5.07
multi-input combinational    106         830                    67.2
timing repair buffer          27         270                    21.9
## per-layer routing
layer / wire length (µm) / global-route usage, % / vias up
met4: 0 / 0 / 0
met2: 1060 / 10.5 / 26
met3: 124 / 0.787 / 0
met1: 1260 / 10.3 / 390
met5: 0 / 0 / -
li1: - / - / 485
Power and IR drop assume default switching activity.
